### flow/config.mk
export PLATFORM = sky130hd
export DESIGN_NAME = Memory
export DESIGN_NICKNAME = Memory
export VERILOG_FILES = /design/flow/design.v
export SDC_FILE = /design/flow/constraint.sdc
export NUM_CORES = 4
export LEC_CHECK = 1
export CORE_UTILIZATION = 30
export SYNTH_MEMORY_MAX_BITS = 65536
### flow/constraint.sdc
current_design Memory

set clk_period 42.1
set clk_io_pct 0.2

create_clock -name clk0 -period $clk_period [get_ports {clk}]

set non_clock_inputs [all_inputs -no_clocks]
set_input_delay [expr $clk_period * $clk_io_pct] -clock clk0 $non_clock_inputs
set_output_delay [expr $clk_period * $clk_io_pct] -clock clk0 [all_outputs]
### flow/design.v
`timescale 1ns / 1ps
module Memory( clk,
               mem_we,
               addr,
               wdata,
               rdata
    );
    input clk;
    input mem_we;
    input [31:0] addr;
    input [31:0] wdata;
    output [31:0] rdata;
    reg [31:0] mem [0:255];
    assign rdata = mem[addr[9:2]];
    always@(posedge clk) begin
        if (mem_we) begin
            mem[addr[9:2]] = wdata;
        end
    end
endmodule
### flow/run.sh
#!/bin/bash
# OpenROAD 26Q1-2900-gdf79404cd8, Yosys 0.63+post, stock flow scripts
make -C /OpenROAD-flow-scripts/flow DESIGN_CONFIG=/design/flow/config.mk WORK_HOME=/design/flow/orfs finish
==> flow_summary_export.csv <==
group,metric,value,unit
synthesis,yosysCellCount,13100,
synthesis,syn_inst,13100,
synthesis,ys_area,308000,um^2
drt,detail_route.iter0.violations,9139,
grt,top_usage_layer,"met2",
layout,layout_top_cell,"edfxtp_1",
sta,setup_slack,17.89,ns
layout,fin_area,358000,um^2
clock_tree,cts_root_buf,"clkbuf_16",
die,rows,372,
power_and_ir_drop,power-per-cell-area,46.5,nW/um^2
sta,finalHoldViolCount,0,
critical_path,arrival,15.79,ns
power_and_ir_drop,p_leak,107,nW
run,cap_violations,0,
drt,vias,144000,
grt,use_met2,0.254,
clock_tree,ctsHoldBuffers,0,
synthesis,netlist_area,308000,um^2
critical_path,critPathKind,"in2out",
sta,worst_slew_pin_slew,1.22,ns
critical_path,crit_path_end_kind,"primary output",
grt,grt_pass1_wl,1170000,um
layout,area_growth,16.0,%
sta,fin_crit_sh,0.575,
die,coreArea,1030000,um^2
layout,flop_area,246000,um^2
placed_design,io_buffers,73,
clock_tree,h-tree-depth,6,
drt,viasPerCell,5.08,
layout,drive_gt1_frac,0.299,
synthesis,syn_avg_cell_area,23.6,um^2
sta,min_period,24.21,ns
layout,num-fill-cells,92400,
synthesis,ys_seq_share,0.798,
clock_tree,clk_pin_slew,0.06,ns
clock_tree,clock_path_buffers,4,
grt,met1_usage,0.164,
grt,grt_use_met3,0.148,
drt,wl,824000,um
run_status,status,"complete, no violations",
clock_tree,tritoncts,"built",
hold_path,min_path_type,"in2reg",
layout,final_layout_top_logic_cells,"8,192 x edfxtp_1, 2,048 x mux4_2, 1,024 x a22oi_1",
synthesis,synth_cell_types,21,
sta,setup_viol_count_final,0,
drt,drt-pass1-iter-count,5,
drt,drc,0,
run,tool_warnings,50,
drt,antenna_left,0,
grt,grt_pass1_vias,162000,
placed_design,placed_area,333000,um^2
die,die_h,1020,um
layout,utilization,0.349,
layout,combGateArea,61800,um^2
clock_tree,numCtsBuffers,806,
sta,slew_violations,0,
sta,slew_headroom,0.176,
die,dieArea,1030000,um^2
sta,tns,0,ns
sta,rsz0062_at_grt,"no",
critical_path,cp-start-kind,"input port",
clock_tree,cts_resized,0,
power_and_ir_drop,peakVddDrop,46.2,uV
clock_tree,postCtsSetupBuffers,0,
synthesis,yosys_warnings,1,
grt,grt_usage,0.170,
grt,grt_max_degree,99,
grt,overflow,0,
clock_tree,cts.sinks,8192,
die,fp-utilization,0.301,
critical_path,cp_data_required_time,33.68,ns
critical_path,path_max_fanout,82,
die,boundaryPins,98,
sta,fmax,0.0413,GHz
layout,largest_reg_flops,8192,
placed_design,place.gp.congestion,0.891,
placed_design,dpl_worst_slack,17.95,ns
grt,grt_antenna_before_repair,22,
drt,wl_per_cell,29.1,um
synthesis,synth-seq-cells,8192,
die,die_w,1020,um
placed_design,post-dp-hpwl,467000,um
[cell usage after synthesis]
library cell,n,area [um^2]
mux4_2,2048,46100
nand4_1,32,200
a21oi_1,512,2560
nand2_1,28,105
edfxtp_1,8192,246000
a22oi_1,1024,7690
nand3_1,13,65.1
and2_1,3,18.8
buf_6,4,45.0
nor2b_1,7,43.8
clkbuf_1,498,1870
buf_1,64,240
or3_1,1,6.26
buf_4,21,158
nor2_1,232,871
inv_1,1,3.75
o41ai_1,128,1120
or2_2,2,12.5
nor3_1,30,150
buf_2,209,1050
nand2b_1,6,37.5
[through the flow]
step           std cells  hold WS, ns  power, mW
2_1_floorplan      13100         8.52       9.54
6_report           28300         7.61       16.6
5_1_grt            28300         7.56       17.1
4_1_cts            28300         7.50       16.8
3_5_place_dp       26900         8.80       9.97
3_3_place_gp       26900         8.79       9.96
[metal layers]
metal / vias to the layer above / share of wire
met3: 1405 / 0.19
met4: 31 / 0.053
met1: 73500 / 0.29
met5: - / 0.0018
met2: 10300 / 0.47
li1: 58800 / -
[power breakdown]
| group | switching, mW | leakage [nW] | internal (mW) |
|---|---|---|---|
| clock network | 3.04 | 12.2 | 3.82 |
| registers | 0.00348 | 73.6 | 8.99 |
| logic | 0.524 | 21.4 | 0.269 |
[worst max-delay path, cell delays in order]
cell,delay [ns]
buf_16,0.33
buf_4,0.54
buf_4,0.56
buf_4,0.67
buf_4,0.68
buf_4,0.68
buf_4,0.57
mux4_2,0.39
a22oi_1,0.42
a21oi_1,0.15
o41ai_2,0.29
buf_4,0.28
nand4_1,0.73
clkdlybuf4s50_1,0.66
[area by class of cell]
cell class | instances | share of cell area
Sequential cell | 8192 | 0.688
Multi-Input combinational cell | 4066 | 0.173
Clock buffer | 1016 | 0.0590
Tap cell | 13700 | 0.0477
Timing Repair Buffer | 945 | 0.0215
Clock inverter | 452 | 0.0113
Antenna cell | 17 | 0.000119
Inverter | 1 | 0.0000105
[logic make-up (layout without fill, tap and decap cells)]
kind of cell / after synthesis / count (layout) / synth area share
AOI/OAI and AO/OA: 1664 / 1664 / 0.0369
buffers and inverters: 797 / 2414 / 0.0109
DFF: 8192 / 8192 / 0.798
muxes: 2048 / 2048 / 0.150
other: 0 / 17 / 0
and+or+nand+nor: 354 / 354 / 0.00490
[path summary, 6_finish.rpt]
kind	start	endpoint	slack [ns]	cells past startpoint
setup / recovery	addr[3]	rdata[4]	17.89	14
hold / removal	wdata[31]	mem[86][31]$_DFFE_PP_	7.61	1
Power figures rest on the tool's default switching activity, not on a simulated workload.
