## flow/config.mk

```make
export PLATFORM = sky130hd
export DESIGN_NAME = Top_Phase5
export DESIGN_NICKNAME = Top_Phase5
export VERILOG_FILES = /design/flow/design.v
export SDC_FILE = /design/flow/constraint.sdc
export NUM_CORES = 4
export LEC_CHECK = 1
export CORE_UTILIZATION = 40
```

## flow/design.v

```verilog
`timescale 1ns / 1ps
module BTB( clk,
            reset,
            lookup_valid,
            lookup_pc,
            hit,
            target_pc,
            update_valid,
            update_pc,
            update_target
          );
    parameter DEPTH = 16, PTR_WIDTH = 4, PC_WIDTH = 32;
    input clk;
    input reset;
    input lookup_valid;
    input [PC_WIDTH-1 : 0] lookup_pc;
    output reg hit;
    output reg [PC_WIDTH-1 : 0] target_pc;
    input update_valid;
    input [PC_WIDTH-1 : 0] update_pc;
    input [PC_WIDTH-1 : 0] update_target;
    reg valid [DEPTH-1 : 0];
    reg [PC_WIDTH-1 : 0] tag [DEPTH-1 : 0];
    reg [PC_WIDTH-1 : 0] trgt [DEPTH-1 : 0];
    integer i;
    always@(posedge clk or posedge reset) begin
        if (reset) begin
            for(i = 0; i < DEPTH; i = i+1) begin
                valid[i] <= 0;
            end
            hit <= 0;
            target_pc <= 0;
        end
        else begin
            if (lookup_valid) begin
                hit <= 0;
                target_pc <= 0;
                for(i = 0; i < DEPTH; i = i+1) begin
                    if (valid[i] && tag[i] == lookup_pc) begin
                        hit <= 1;
                        target_pc <= trgt[i];
                    end
                end
            end
            if (update_valid) begin
                tag[update_pc[PTR_WIDTH-1 : 0]] <= update_pc;
                trgt[update_pc[PTR_WIDTH-1 : 0]] <= update_target;
            end
        end
    end
endmodule
`timescale 1ns / 1ps
module Branch_Predictor( clk,
                         reset,
                         predict_valid,
                         pc_idx,
                         prediction,
                         update_valid,
                         update_idx,
                         actual_taken
                        );
    parameter ADDR_WIDTH = 8, COUNTER_BITS = 2;                                      
    input clk;
    input reset;
    input predict_valid;
    input [ADDR_WIDTH-1:0] pc_idx;                                                   
    output reg prediction;                                                           
    input update_valid;
    input [ADDR_WIDTH-1 : 0] update_idx;
    input actual_taken;                                                              
    localparam COUNTER_MAX = (1 << COUNTER_BITS) - 1;
    reg [COUNTER_BITS-1 : 0] counters [(1 << ADDR_WIDTH)-1 : 0];
    integer i;
    always@(posedge clk or posedge reset) begin
        if (reset) begin
            for (i = 0; i < (1 << ADDR_WIDTH); i = i+1) begin
                counters[i] <= 2'b01;                                                
            end
        end
        else begin
            if (predict_valid) begin
                prediction <= counters [pc_idx] [COUNTER_BITS-1];
            end
            if(update_valid) begin
                if (actual_taken) begin
                    if (counters [update_idx != COUNTER_MAX])
                        counters [update_idx] <= counters [update_idx] + 1;
                end
                else begin
                    if (counters[update_idx] != 0)
                        counters [update_idx] <= counters[update_idx] - 1;
                end
            end
        end
    end
endmodule
`timescale 1ns / 1ps
module Speculation_Control( clk,
                            reset,
                            predicted_taken,
                            actual_valid,
                            actual_taken,
                            actual_target,
                            flush,
                            recover_pc
    );
    parameter PC_WIDTH = 32;
    input clk;
    input reset;
    input predicted_taken;
    input actual_valid;
    input actual_taken;
    input [PC_WIDTH-1 : 0] actual_target;
    output reg flush;
    output reg [PC_WIDTH-1 : 0] recover_pc;
    always@(posedge clk or posedge reset) begin
        if (reset) begin
            flush <= 0;
            recover_pc <= 0;
        end
        else begin
            if (actual_valid && (predicted_taken != actual_taken && (actual_taken && recover_pc != actual_target))) begin
                flush <= 1;
                recover_pc <= actual_valid ? (actual_taken ? actual_target : recover_pc + 4) : 0;            
            end
            else begin
                flush <= 0;
            end
        end 
    end
endmodule
`timescale 1ns / 1ps
module Top_Phase5 #(
    parameter PC_WIDTH = 32,
    parameter IDX_WIDTH = 8,
    parameter BTB_DEPTH = 16,
    parameter BTB_IDX_WIDTH = 4
)(
    input clk, reset,
    input fetch_valid,
    input [PC_WIDTH-1:0] fetch_pc,
    output predicted_taken,
    output [PC_WIDTH-1:0] predicted_target,
    output btb_hit,
    input actual_valid,
    input actual_taken,
    input [PC_WIDTH-1:0] actual_pc,
    input [PC_WIDTH-1:0] actual_target,
    output flush,
    output [PC_WIDTH-1:0] recover_pc
);
    wire prediction;
    Branch_Predictor #(.ADDR_WIDTH(IDX_WIDTH)) bp (
        .clk(clk), .reset(reset),
        .predict_valid(fetch_valid),
        .pc_idx(fetch_pc[IDX_WIDTH+1:2]),                                    
        .prediction(prediction),
        .update_valid(actual_valid),
        .update_idx(actual_pc[IDX_WIDTH+1:2]),
        .actual_taken(actual_taken)
    );
    wire btb_hit_w;
    wire [PC_WIDTH-1:0] btb_tgt;
    BTB #(.DEPTH(BTB_DEPTH), .PTR_WIDTH(BTB_IDX_WIDTH), .PC_WIDTH(PC_WIDTH)) btb (
        .clk(clk), .reset(reset),
        .lookup_valid(fetch_valid),
        .lookup_pc(fetch_pc),
        .hit(btb_hit_w),
        .target_pc(btb_tgt),
        .update_valid(actual_valid && actual_taken),
        .update_pc(actual_pc),
        .update_target(actual_target)
    );
    Speculation_Control #(.PC_WIDTH(PC_WIDTH)) sc (
        .clk(clk), .reset(reset),
        .predicted_taken(prediction),
        .actual_valid(actual_valid),
        .actual_taken(actual_taken),
        .actual_target(actual_target),
        .flush(flush),
        .recover_pc(recover_pc)
    );
    assign predicted_taken = prediction;
    assign predicted_target = btb_tgt;
    assign btb_hit = btb_hit_w;
endmodule
```

## flow/constraint.sdc

```tcl
current_design Top_Phase5

set clk_period 21.3
set clk_io_pct 0.2

create_clock -name clk0 -period $clk_period [get_ports {clk}]

set non_clock_inputs [all_inputs -no_clocks]
set_input_delay [expr $clk_period * $clk_io_pct] -clock clk0 $non_clock_inputs
set_output_delay [expr $clk_period * $clk_io_pct] -clock clk0 [all_outputs]
```

## flow/run.sh

```bash
#!/bin/bash
# OpenROAD 26Q1-2900-gdf79404cd8, Yosys 0.63+post, stock flow scripts
make -C /OpenROAD-flow-scripts/flow DESIGN_CONFIG=/design/flow/config.mk WORK_HOME=/design/flow/orfs finish
```

==> Changelog: implementation <==
### Changed

- CTS tree: built
- Top cells by count: mux2_2, dfrtp_1, dfstp_2, clkbuf_1, nand3_1
- GR Util met1: 0.616
- Initial antenna violation count: 8
- Ports: 168
- Pre-Place Util: 0.404
- TritonCTS Buffers: 66
- CTS H-tree lvls: 3
- Mapped Cells: 2948
- Port bufs: 86
- Vias/cell: 7.04
- Total core area: 0.0773 mm2
- Area growth syn-to-layout: 14.2%
- Hold Buf Count CTS: 0
- Pleak: about 14 nW
- Routed via count: 28400
- Vias in the first global route: between 20000 and 30000
- GP Congestion: 1.10
- Post-synth EDFFs: 1
- Register area share after synthesis: 0.448
- Setup TNS Final: 0 ns
- Slew @ Worst Pin: 1.33 ns
- Synth area leader: dfrtp_1
- Critical path required time: 21.83 ns
- Yosys cell count: 2948
- CP arrival: 11.04 ns
- Max-cap violation count: 0
- CTS Sinks: 546
- Aoi/oai-family share of the synthesized area: 0.137
- Post-Layout Cell Count: 4037
- Setup-failing EPs final: 0
- Die H: 281 um
- Total tool warning count: slightly above 80
- PostCTS Resize Cnt: 0
- Crit. End Element: flop
- XORs/XNORs by Area: 0.0107
- Critical Path Fanout Max: 130
- CP Class: input pin to flop
- Fmax: 0.0952 GHz
- Worst hold path class: flop to flop
- Drt total wl: 174000 um
- Skew-Pair Late Insertion Delay: 0.65 ns
- Total GRT Usage: 0.461
- Worst slew margin: 0.113
- Async S/R FF share, synth: 0.998
- Pwr dens: approximately 76 mW/mm2
- Slew Viols, Final: 0
- And+or+nand+nor area frac: 0.153
- Clock root buffer: clkbuf_16
- Register bit total from synthesis: 546
- Met3 usage: 0.240
- Outcome: complete, no violations
- Fin crit share: 0.493
- Share of layout cells above drive strength 1: 0.362
- Prevailing post-synth register cell: dfrtp_1
- Post-CTS Setup Inserts: 0
- Maximum VDD drop: ~0.000067 V
- Top logic family: multiplexers
- Largest net degree at the start of global routing: about 160
- # rows: 102
- Starting DRT DRC Count: 3672
- Total grt overflow: 0
- Clk slew on worst S/H paths: 0.07 ns
- CP Launch Type: input pin
- Adder Area Share: 0.000401
- Met2 Use GR: 0.597
- Pre-Repair DR Iteration Count: 8
- Unique cell types: 75
- Minimum clock period: 10.50 ns
- Synth warn: 7
- Synthesized area per cell: between 10 and 15 um2
- Final antenna-violating net count: 0
- Yosys stat area: 0.0312 mm2
- CTS Buffer Depth: 3
- Unrepaired setup endpoints after global routing: no
- First-pass GRT wire length: 236000 um
- Syn Std Cell Area: 0.0312 mm2
- Die width: 281 um
- Grt peak-use layer: met1
- Final hold violations: 0
- Mux cell area share after synthesis: 0.195
- Top cells by area: dfrtp_1, dfstp_2, mux2_2
- WL/cell: between 40 and 50 um
- Yosys top cell area share: 0.232
- Worst Skew: 0.0432 ns
- Synth top cell by count: mux2_2
- HPWL after DPL: 118000 um
- Chip Area: 0.0791 mm2
- Inst Count DP: 3908
- DRC violations left: 0
registers in the layout (all words and copies together) (netlist names):
name	cells
bp.counters	512
bp.prediction	1
sc.flush	1
sc.recover_pc	32
cells by family (layout without fill, tap and decap cells):
group,Yosys count,after routing
AND/OR/NAND/NOR,862,862
AND-OR/OR-AND,592,592
flip-flops,546,546
multiplexers,541,541
buffers and inverters,367,377
XOR/XNOR,38,38
adder cells (fa/ha/maj),1,1
other,1,40
stage by stage:
stage	area, um2	util	hold slack, ns	setup slack (ns)	power, mW
after global routing	35600	0.460	0.551	10.87	2.78
after detailed placement	33300	0.431	0.522	10.58	1.53
final	35600	0.461	0.534	10.80	2.71
after floorplan	31300	-	0.472	2.23	1.34
after CTS	35600	0.460	0.534	11.23	2.71
after global placement	33300	0.431	0.516	10.55	1.53
report_power, final:
part | switching [mW] | total [mW] | internal [mW]
clock | 0.491 | 1.19 | 0.697
sequential | 0.0517 | 1.14 | 1.09
combinational | 0.273 | 0.382 | 0.110
routing by layer:
| metal | wire, um | share of wire |
|---|---|---|
| met1 | 65800 | 0.38 |
| met2 | 69500 | 0.40 |
| met3 | 25000 | 0.14 |
| met4 | 13800 | 0.079 |
| met5 | 66 | 0.00038 |
placed cells by master, fill, tap and decap left out, types with 8 or more instances in the layout:
master and count:
mux2_2 506, dfrtp_1 289, dfstp_2 256, nand3_1 211
a22oi_1 210, nor3_1 183, buf_4 152, or3_1 106
o22ai_1 89, clkdlybuf4s50_1 79, nor2_1 75, clkbuf_16 67
nand2_1 63, nand4_1 62, a21oi_1 54, o21ai_0 53
nor4_1 41, a222oi_1 34, xnor2_1 33, conb_1 33
mux2_1 32, a22o_1 23, a221oi_1 20, a31oi_1 18
o211ai_1 18, nor2b_1 17, clkbuf_1 17, nand2b_1 16
inv_1 13, clkbuf_8 12, a32oi_1 11, and4b_1 10
nand4bb_1 9, nor4bb_4 9, clkinv_2 8
area by class of cell:
class                   instances  area (um2)
diodes                          7        17.5
clock buffers                  96        1910
clock inverters                26         407
fillers                      7058       41700
inverters                      14        60.1
multi-input cells            2067       15900
flip-flops and latches        546       14000
well taps                    1040        1300
repair buffers                241        2030
worst paths after layout:
path / from / end / slack (ns) / cells after the start
worst max-delay path: actual_pc[4] / bp.counters[105][1] / 10.80 / 17
worst min-delay path: bp.counters[7][1] / bp.counters[7][1] / 0.53 / 1
worst max register to register: bp.counters[39][0] / bp.counters[105][1] / 15.48 / 12
worst min register to register: bp.counters[7][1] / bp.counters[7][1] / 0.53 / 1
max in group asynchronous: reset / bp.counters[13][0] / 14.87 / 5
min in group asynchronous: reset / bp.counters[0][1] / 4.10 / 2
worst max-delay path, cell delays in order:
cell and delay (ns):
clkdlybuf4s50_1 0.40, buf_4 0.28, nor4bb_4 0.23, buf_4 0.24, buf_4 0.29, nand3_1 0.13
nand4_1 0.31, nor4_1 0.82, nand4_1 0.34, nor3_1 0.72, a31oi_1 0.17, buf_4 0.23
a221oi_4 0.35, buf_12 0.47, buf_4 0.75, or3_1 0.42, mux2_2 0.37
Power is estimated from default activity; no workload was simulated.
